$ cat ./design.v
module udma_adc_reg_if #(
    parameter L2_AWIDTH_NOAL = 12,
    parameter TRANS_SIZE     = 16,
    parameter ADC_WIDTH      = 12
) (
    input  logic 	                  clk_i,
    input  logic   	                  rstn_i,
    input  logic               [31:0] cfg_data_i,
    input  logic                [4:0] cfg_addr_i,
    input  logic                      cfg_valid_i,
    input  logic                      cfg_rwn_i,
    output logic               [31:0] cfg_data_o,
    output logic                      cfg_ready_o,
    output logic [L2_AWIDTH_NOAL-1:0] cfg_rx_startaddr_o,
    output logic     [TRANS_SIZE-1:0] cfg_rx_size_o,
    output logic                      cfg_rx_continuous_o,
    output logic                      cfg_rx_en_o,
    output logic                      cfg_rx_clr_o,
    input  logic                      cfg_rx_en_i,
    input  logic                      cfg_rx_pending_i,
    input  logic [L2_AWIDTH_NOAL-1:0] cfg_rx_curr_addr_i,
    input  logic     [TRANS_SIZE-1:0] cfg_rx_bytes_left_i,
    input  logic               [1:0]  status_i
);
    logic [L2_AWIDTH_NOAL-1:0] r_rx_startaddr;
    logic   [TRANS_SIZE-1 : 0] r_rx_size;
    logic                      r_rx_continuous;
    logic                      r_rx_en;
    logic                      r_rx_clr;
    logic                      r_uart_en_tx;
    logic                      r_uart_en_rx;
    logic               [15:0] r_uart_div;
    logic                      r_uart_stop_bits;
    logic                [1:0] r_uart_bits;
    logic                      r_uart_parity_en;
    logic                [4:0] s_wr_addr;
    logic                [4:0] s_rd_addr;
    logic        [ADC_WIDTH:0] buf_data;
    logic                      buf_data_valid;
    logic                      adc_update_flag;
    assign rx_ready_o =  s_rx_valid_clr;
    assign s_wr_addr = (cfg_valid_i & ~cfg_rwn_i) ? cfg_addr_i : 5'h0;
    assign s_rd_addr = (cfg_valid_i &  cfg_rwn_i) ? cfg_addr_i : 5'h0;
    assign cfg_rx_startaddr_o  = r_rx_startaddr;
    assign cfg_rx_size_o       = r_rx_size;
    assign cfg_rx_continuous_o = r_rx_continuous;
    assign cfg_rx_en_o         = r_rx_en;
    assign cfg_rx_clr_o        = r_rx_clr;
    always_ff @(posedge clk_i, negedge rstn_i)
    begin
        if(~rstn_i)
        begin
            r_rx_startaddr     <=  'h0;
            r_rx_size          <=  'h0;
            r_rx_continuous    <=  'h0;
            r_rx_en             =  'h0;
            r_rx_clr            =  'h0;
        end
        else
        begin
            r_rx_en   =  'h0;
            r_rx_clr  =  'h0;
            if (cfg_valid_i & ~cfg_rwn_i)
            begin
                case (s_wr_addr)
                5'b00000:
                    r_rx_startaddr    <= cfg_data_i[L2_AWIDTH_NOAL-1:0];
                5'b00001:
                    r_rx_size         <= cfg_data_i[TRANS_SIZE-1:0];
                5'b00010:
                begin
                    r_rx_clr           = cfg_data_i[6];
                    r_rx_en            = cfg_data_i[4];
                    r_rx_continuous   <= cfg_data_i[0];
                end
                endcase
            end
        end
    end  
    always_comb
    begin
        cfg_data_o = 32'h0;
        s_rx_valid_clr = 1'b0;
        case (s_rd_addr)
        5'b00000:
            cfg_data_o = cfg_rx_curr_addr_i;
        5'b00001:
            cfg_data_o[TRANS_SIZE-1:0] = cfg_rx_bytes_left_i;
        5'b00010:
            cfg_data_o = {26'h0,cfg_rx_pending_i,cfg_rx_en_i,3'h0,r_rx_continuous};
        5'b01000:
            cfg_data_o = {30'h0,status_i};
        default:
            cfg_data_o = 'h0;
        endcase
    end
    assign cfg_ready_o  = 1'b1;
endmodule
$ cat ./run.sh
#!/bin/bash
# OpenROAD 26Q1-2900-gdf79404cd8, Yosys 0.63+post, stock flow scripts
make -C /OpenROAD-flow-scripts/flow DESIGN_CONFIG=/design/flow/config.mk WORK_HOME=/design/flow/orfs finish
$ cat ./config.mk
export PLATFORM = sky130hd
export DESIGN_NAME = udma_adc_reg_if
export DESIGN_NICKNAME = udma_adc_reg_if
export VERILOG_FILES = /design/flow/design.v
export SDC_FILE = /design/flow/constraint.sdc
export NUM_CORES = 4
export LEC_CHECK = 1
export CORE_AREA = 10 10 112 112
export DIE_AREA = 0 0 122 122
$ cat ./constraint.sdc
current_design udma_adc_reg_if

set clk_period 5.2
set clk_io_pct 0.2

create_clock -name clk0 -period $clk_period [get_ports {clk_i}]

set non_clock_inputs [all_inputs -no_clocks]
set_input_delay [expr $clk_period * $clk_io_pct] -clock clk0 $non_clock_inputs
set_output_delay [expr $clk_period * $clk_io_pct] -clock clk0 [all_outputs]
==> results.rst <==
Run summary
-----------

.. list-table::
   :header-rows: 1

   * - Metric
     - Value
   * - Critical path start-end classification
     - primary input to primary output
   * - Number of max-slew violations in the final report
     - 0
   * - Setup Buffers After CTS
     - 0
   * - PostCTS Resize Cnt
     - 0
   * - Per-cell via count in the routed design
     - around 3.6
   * - Largest cells by area
     - sky130_fd_sc_hd__dfrtp_1 (49%), sky130_fd_sc_hd__mux2_2 (13%), sky130_fd_sc_hd__mux2_4 (9.4%), sky130_fd_sc_hd__buf_4 (8.0%), sky130_fd_sc_hd__a22o_1 (5.0%)
   * - CTS tree
     - built
   * - Final wirelength
     - 5370 um
   * - Flops after synth
     - 31
   * - Clock input transition at the sequential cells of the worst setup and hold paths
     - about 0.06 ns
   * - Number of enable-type register cells in the synthesized netlist
     - 0
   * - Share of cells above drive strength 1
     - 19.6%
   * - Port bufs
     - 103
   * - Unrepaired setup endpoints after global routing
     - no
   * - Clock network fraction of design power
     - a little over a third
   * - Crit path time final
     - ~4.2 ns
   * - Die Width
     - 122 um
   * - Chip area
     - roughly 0.015 mm^2
   * - Average wire per standard cell
     - 14.7 um
   * - Site Rows
     - 37
   * - Antenna violations before repair
     - 0
   * - Final weighted congestion in routability-driven placement
     - 0.752
   * - Number of warnings in the stage logs
     - 41
   * - Yosys-reported design area after synthesis
     - 0.00159 mm^2
   * - Fill cell total of the finished layout
     - 1050
   * - Most congested layer reported by global routing
     - met2
   * - Clock skew
     - 0 ns
   * - Main flop type after synthesis
     - sky130_fd_sc_hd__dfrtp_1
   * - Combinational share of power
     - 23.6%
   * - Number of buffers created by CTS
     - 5
   * - Yosys Warn Count
     - 4
   * - Stage delay of the slowest cell on the critical path
     - 0.74 ns
   * - Int Pwr
     - around 0.00056 W
   * - Synthesized instance count
     - 122
   * - Cell count in the Yosys report
     - 122
   * - Slew at the pin closest to its max-slew limit
     - approximately 0.65 ns
   * - Type of the most critical hold path
     - register to register
   * - Average size of a mapped cell
     - 13.0 um^2
   * - Cell taking the most area after synthesis
     - sky130_fd_sc_hd__dfrtp_1
   * - Number of buffers inserted for hold repair after clock tree synthesis
     - 0
   * - Fraction of the cycle the final worst path needs
     - 81.7%
   * - Final setup fails
     - 0
   * - Clk sinks
     - 31
   * - Pleak
     - 1.21 nW
   * - CP arrival
     - about 3.2 ns
   * - Total vias in the final route
     - 1316
   * - DR iter-0 viols
     - 44
   * - Crit path top cell by count
     - sky130_fd_sc_hd__clkdlybuf4s50_1
   * - Fraction of the yosys area taken by sequential cells
     - about half
   * - Max-capacitance violation count
     - 0
   * - Setup TNS
     - 0 ns
   * - Clk ins delay skew pair
     - between 0.2 and 0.3 ns
   * - Largest net degree at the start of global routing
     - 32
   * - Slowest stage cell on the critical path
     - sky130_fd_sc_hd__or4b_2
   * - Placeable core area
     - 0.0102 mm^2
   * - Peak clock frequency supported by timing
     - 0.235 GHz
   * - Total Routing Usage GR
     - 6.66%
   * - Antenna cell count
     - 0
   * - Count of boundary I/O pins
     - around 140
   * - Cells on Worst Hold Path
     - 1
   * - Crit path required time
     - 4.16 ns
   * - Status
     - finished clean
   * - Relative slew slack
     - 55.8%
   * - Net switching power
     - 0.000142 W
   * - Crit-path cells
     - clkdlybuf4s50_1 -> or4b_2 -> nor4b_1 -> a221o_1 -> clkdlybuf4s50_1
   * - Worst hold slack across all endpoints
     - around 0.51 ns
   * - Switching power share of the total
     - 20.3%
   * - Grt total ovfl
     - 0
   * - Area share of the largest cell type after synthesis
     - 48.8%
   * - Largest fanout on the critical path
     - 6
   * - H-tree depth reported by CTS
     - 2
   * - Category of cells accounting for the largest share of critical-path delay
     - simple AND/OR/NAND/NOR gates
   * - Crit path depth
     - 5
   * - P&R area growth vs syn
     - 78.8%
   * - Async set-or-reset flop fraction in the synthesized netlist
     - ~100%
   * - Power per unit of standard cell area
     - 245 mW/mm^2
   * - Antenna violation net count after detailed routing
     - 0
   * - Most common cell in the synthesized netlist
     - sky130_fd_sc_hd__dfrtp_1
   * - CTS root buf
     - sky130_fd_sc_hd__clkbuf_8
   * - Worst ir drop on vdd
     - 116 uV
   * - Number of optimization iterations in the first detailed-route pass
     - 4
   * - Global-route met2 utilization
     - 11.0%
   * - GR met1 Demand/Resource
     - 8.38%
   * - Crit path capture type
     - primary output
   * - Cell Type Count
     - 22
   * - Via count of the first global-routing pass
     - 1434
   * - Critical path buffers and inverters
     - 2
   * - Met3 usage in global routing
     - around 2.4%
   * - Overall power after layout
     - 0.000697 W
   * - Max Root-Sink Buffers
     - 2
   * - Effective utilization at floorplan
     - ~16%
   * - Register-to-Register Path Depth
     - 1
   * - Die Span Y
     - around 120 um
   * - Element type at the critical path start
     - primary input
   * - Power share of the sequential group
     - about 41%
   * - DRC violation count after routing
     - 0
   * - Detailed placement HPWL
     - 4360 um
   * - Cell area after synthesis
     - around 0.0016 mm^2
   * - Final tally of hold violations
     - 0
   * - Synth top cells by count
     - sky130_fd_sc_hd__dfrtp_1 (31), sky130_fd_sc_hd__mux2_2 (19), sky130_fd_sc_hd__buf_4 (17), sky130_fd_sc_hd__mux2_4 (10), sky130_fd_sc_hd__a22o_1 (9)
   * - Wire length of the first global-routing pass
     - a little under 8000 um
[cells in the final DEF (no fill, tap or decap)]
cell type	Yosys	layout
sky130_fd_sc_hd__mux2_4	10	10
sky130_fd_sc_hd__nand3_1	1	1
sky130_fd_sc_hd__mux2_2	19	19
sky130_fd_sc_hd__and2_1	6	6
sky130_fd_sc_hd__conb_1	2	17
sky130_fd_sc_hd__nand2_1	3	3
sky130_fd_sc_hd__a221o_1	3	3
sky130_fd_sc_hd__nor2_1	2	1
sky130_fd_sc_hd__o21bai_1	1	1
sky130_fd_sc_hd__bufinv_16	0	1
sky130_fd_sc_hd__nand3b_1	3	3
sky130_fd_sc_hd__clkbuf_8	0	6
sky130_fd_sc_hd__a22o_1	9	9
sky130_fd_sc_hd__or4b_4	1	1
sky130_fd_sc_hd__o21ai_0	2	2
sky130_fd_sc_hd__nor2_2	0	1
sky130_fd_sc_hd__nor4_1	1	1
sky130_fd_sc_hd__or4b_2	1	1
sky130_fd_sc_hd__clkdlybuf4s50_1	0	103
sky130_fd_sc_hd__clkinv_2	0	1
sky130_fd_sc_hd__buf_4	17	4
sky130_fd_sc_hd__or4_4	1	1
sky130_fd_sc_hd__nor4b_1	4	4
sky130_fd_sc_hd__dfrtp_1	31	31
[layer usage]
layer / wire [um] / vias up / share of wire (%)
li1: - / 623 / -
met1: 2070 / 635 / 39
met2: 2770 / 48 / 52
met3: 454 / 10 / 8.5
met4: 70 / 0 / 1.3
met5: 0 / - / 0
[flip-flops by register name (all words and copies together) (netlist names)]
register,count
r_rx_startaddr,12
r_rx_continuous,1
r_rx_clr,1
r_rx_en,1
r_rx_size,16
[area by class of cell]
class                           count  area, um^2  share of cell area, %
Clock buffer                        6        82.6                   2.91
Clock inverter                      2        35.0                   1.23
Multi-Input combinational cell     84         717                   25.2
Sequential cell                    31         776                   27.3
Tap cell                          136         170                   5.99
Timing Repair Buffer              107        1060                   37.3
[logic make-up after synthesis]
logic type / share of synthesized area [%]
AND/OR/NAND/NOR: 10.1
flip-flops: 48.8
buffers and inverters: 9.76
multiplexers: 22.9
other: 0.473
AND-OR/OR-AND: 7.95
[worst paths after layout]
check	startpoint	endpoint	slack, ns
worst max-delay path	cfg_addr_i[3]	cfg_data_o[4]	0.95
worst min-delay path	r_rx_size[11]$_DFFE_PN0P_	r_rx_size[11]$_DFFE_PN0P_	0.51
worst max register to register	r_rx_continuous$_DFFE_PN0P_	r_rx_continuous$_DFFE_PN0P_	4.43
worst min register to register	r_rx_size[11]$_DFFE_PN0P_	r_rx_size[11]$_DFFE_PN0P_	0.51
max in group asynchronous	rstn_i	r_rx_size[8]$_DFFE_PN0P_	3.73
min in group asynchronous	rstn_i	r_rx_startaddr[5]$_DFFE_PN0P_	1.16
[stage by stage]
stage / cells / area [um^2] / utilization [%] / setup slack [ns]
2_1_floorplan: 137 / 1650 / - / 1.94
3_3_place_gp: 358 / 2720 / 26.6 / 0.922
3_5_place_dp: 358 / 2720 / 26.6 / 0.920
4_1_cts: 366 / 2840 / 27.8 / 0.924
5_1_grt: 366 / 2840 / 27.8 / 0.806
6_report: 366 / 2840 / 27.8 / 0.953
[power by group through the flow]
| stage | Combinational (W) | Sequential, W | Clock [W] |
|---|---|---|---|
| 6_report | 0.000164 | 0.000286 | 0.000247 |
| 5_1_grt | 0.000179 | 0.000290 | 0.000268 |
| 4_1_cts | 0.000169 | 0.000286 | 0.000258 |
Power is estimated from default activity; no workload was simulated.
